<file path="./run.sh">
#!/bin/bash
# OpenROAD 26Q1-2900-gdf79404cd8, Yosys 0.63+post, stock flow scripts
make -C /OpenROAD-flow-scripts/flow DESIGN_CONFIG=/design/flow/config.mk WORK_HOME=/design/flow/orfs finish
</file>
<file path="./config.mk">
export PLATFORM = sky130hd
export DESIGN_NAME = motor
export DESIGN_NICKNAME = motor
export VERILOG_FILES = /design/flow/design.v
export SDC_FILE = /design/flow/constraint.sdc
export NUM_CORES = 4
export LEC_CHECK = 1
export CORE_AREA = 10 10 113 113
export DIE_AREA = 0 0 123 123
</file>
<file path="./constraint.sdc">
current_design motor

set clk_period 2.6
set clk_io_pct 0.2

create_clock -name clk0 -period $clk_period [get_ports {sclk}]

set non_clock_inputs [all_inputs -no_clocks]
set_input_delay [expr $clk_period * $clk_io_pct] -clock clk0 $non_clock_inputs
set_output_delay [expr $clk_period * $clk_io_pct] -clock clk0 [all_outputs]
</file>
<file path="./design.v">
module  motor(
        input                   sclk                    ,  
        input                   s_rst_n                 ,
        input                   direct                  ,  
        input                   stepenable              ,  
        output  reg     [ 3:0]  stepdrive
);
parameter       STEPLOCKOUT     =       32'd40_000             ;
reg     [ 2:0]          state                           ; 
reg     [31:0]          stepcounter                     ;  
always @(posedge sclk or negedge s_rst_n) begin 
        if(!s_rst_n)
                stepcounter     <=      32'b0;
        else if(stepcounter >= STEPLOCKOUT)
                stepcounter     <=      32'b0; 
        else if(stepenable == 1'b1)
                stepcounter     <=      stepcounter + 31'b1;                
end
always @(posedge sclk or negedge s_rst_n) begin 
        if(!s_rst_n)
                state   <=      3'b0;
        else if(direct == 1'b1 && stepcounter >= STEPLOCKOUT)
                state   <=      state + 3'b001; 
        else if(direct == 1'b0 && stepcounter >= STEPLOCKOUT)
                state   <=      state - 3'b001; 
end
always @(posedge sclk or negedge s_rst_n) begin 
        if(!s_rst_n) 
                stepdrive       <=      4'b0;
        else case(state)
                3'b000: stepdrive       <=      4'b0001; 
                3'b001: stepdrive       <=      4'b0011; 
                3'b010: stepdrive       <=      4'b0010; 
                3'b011: stepdrive       <=      4'b0110; 
                3'b100: stepdrive       <=      4'b0100; 
                3'b101: stepdrive       <=      4'b1100; 
                3'b110: stepdrive       <=      4'b1000; 
                3'b111: stepdrive       <=      4'b1001; 
        endcase        
end
endmodule
</file>
==> results.cfg <==
; generated from flow reports
[placed_design]
numPortBuffers = 7
place_ws_ns = 0.366
gp_congestion = 0.863
dp_cells = 286
dpl_cell_area_um2 = 1860
dp_hpwl_um = 1580

[yosys]
yosysTopAreaCell = dfrtp_1
yosysWarningCount = 1
netlist_area_um2 = 1560
top_cells_by_area = dfrtp_1, nor2_1, xnor2_1
synthCells = 126
yosys_area_um2 = 1560
synth_cell_types = 28
syn_area_per_cell_um2 = 12.4
yosys.stat.seqShare_pct = 62.6
synth_flops = 39
yosysCellCount = 126
top_cell_area_share_pct = 62.6

[clock_network]
hold_buffers = 0
clock_latency_ns = 0.29
cts_num_sinks = 39
path_clk_slew_ns = 0.07
cts_buffers = 5
cts_tree = yes
h-tree-depth = 2
cts_buffer_depth = 2
postCtsSetupBuffers = 0
ctsResizeCount = 0
cts_root_buffer = clkbuf_8

[route]
wirelength_um = 2200
num_antenna_cells = 0
viasPerCell = 3.17
dr.pass1.iters = 4
drt.antenna.violating_nets = 0
drc = 0
vias = 933
wl_per_cell_um = 7.47
drt_iter0_markers = 80

[grt]
antenna_found_initial = 0
grt_pass1_vias = 875
gr-usage-all-layers_pct = 2.93
grt_max_degree = 32
grt_pass1_wl_um = 3830
grt_overflow = 0

[power]
seq_power_share_pct = 57.6
intPower_w = 0.000957
clkPwrFrac_pct = 30.5
power_density_nw_per_um2 = 630
p_sw_w = 0.000268
p_leak_nw = 0.752
peakVddDrop_uv = 286
combPwrFrac_pct = 11.9
switching_share_pct = 21.9

[sta]
hold_viol_final = 0
slew_violations = 0
rsz0062_at_grt = false
fin_setup_tns_ns = 0
setup_viol = 0
max-slew-margin-rel_pct = 51.3
setup_ws_ns = 0.355
finalCritPeriodShare_pct = 86.3
worst_pin_slew_ns = 0.720
fin_skew_ns = 0.00975
max_freq_mhz = 445
period_needed_ns = 2.24

[setup_path]
crit_fanout = 4
start_kind = register
cp_slowest_stage_delay_ns = 0.42
reg2reg_slack_ns = 0.36
crit_start = stepcounter[10]$_DFFE_PN0P_
cpMaxStageDelayCell = dfrtp_1
ff2ff_path_depth = 9
crit_type = register to register
arrival_ns = 2.41
cp-end-kind = register
r2r_start = stepcounter[10]$_DFFE_PN0P_
r2r-end = state[2]$_DFFE_PN0P_
crit_path_end = state[2]$_DFFE_PN0P_
path_cells = nand3_1, nor4b_1, o41ai_1, nand3_4, nand2_1, fa_1, xor2_1, a31o_2, xnor2_1
critPathRequiredTime_ns = 2.76

[run_status]
status = finished clean

[final_layout]
layout.cells.most_common = dfrtp_1
lay_top_cells = dfrtp_1, nor2_1, conb_1, nand2_1, xnor2_1
fin_area_um2 = 1940
syn2layout_area_growth_pct = 24.6
fin_cells = 294
drive_gt1_share_pct = 9.49

[floorplan]
coreArea_um2 = 10300
fp_util_pct = 15.1
io_pins = 8
die-height_um = 123
rows = 37
dieArea_um2 = 15100
die_w_um = 123

[job]
warnings = 27
drv_cap = 0

[hold_path]
hp-class = primary input to async pin
[registers in the layout (all words and copies together) (netlist names)]
register	count
state	3
stepcounter	32
stepdrive	4
[how the worst min path moves through the flow]
stage / slack, ns / cells after the start / to
final: 0.25 / 1 / stepcounter[5]$_DFFE_PN0P_
after global routing: 0.31 / 1 / stepcounter[6]$_DFFE_PN0P_
after CTS: 0.28 / 1 / stepcounter[8]$_DFFE_PN0P_
[kinds of logic after synthesis]
logic type               Yosys count  share of synthesized area (%)
XOR/XNOR                          17                           9.55
AND/OR/NAND/NOR                   52                           16.9
AND-OR/OR-AND                      6                           3.85
adder cells (fa/ha/maj)            3                           2.89
buffers and inverters              5                           1.69
multiplexers                       3                           2.25
other                              1                          0.241
flip-flops                        39                           62.6
[Yosys cell counts]
library cell / number
nor2_1: 22
o41ai_1: 1
nand4_1: 4
nor3_1: 2
inv_1: 4
and4_1: 2
xnor2_1: 9
nand3_4: 1
nor4b_1: 1
fa_1: 1
a311oi_4: 1
nand3_1: 5
xor2_1: 8
o21ai_0: 1
or4_1: 1
mux2_4: 1
a21oi_1: 1
nor2b_1: 1
buf_6: 1
conb_1: 1
or4_4: 1
nand2_1: 9
mux2i_1: 2
a31oi_1: 1
ha_1: 2
a31o_2: 1
nor4_1: 3
dfrtp_1: 39
[power groups by stage]
stage | Sequential (W) | Combinational (W) | Clock, W
CTS | 0.000706 | 0.000151 | 0.000390
global route | 0.000715 | 0.000164 | 0.000420
finish | 0.000705 | 0.000146 | 0.000374
[area by class of cell]
| class | count | area [um^2] |
|---|---|---|
| clock buffers | 7 | 76.3 |
| fillers | 1106 | 8380 |
| inverters | 4 | 15.0 |
| repair buffers | 10 | 87.6 |
| clock inverters | 1 | 5.00 |
| flip-flops and latches | 39 | 976 |
| well taps | 136 | 170 |
| multi-input cells | 97 | 613 |
[worst max-delay path, delay by kind of cell, from the launching register on]
kind,cells,cell delay (ns)
flip-flops,1,0.42
AND/OR/NAND/NOR,4,0.64
AND-OR/OR-AND,2,0.43
XOR/XNOR,2,0.26
adder cells (fa/ha/maj),1,0.38
[metrics by stage]
step | hold WS (ns) | power (W) | util (%)
after floorplan | 0.224 | 0.000771 | -
after global placement | 0.529 | 0.000866 | 18.0
after detailed placement | 0.535 | 0.000869 | 18.0
after CTS | 0.277 | 0.00125 | 18.8
after global routing | 0.307 | 0.00130 | 18.8
final | 0.247 | 0.00122 | 18.8
[per-layer routing]
layer	wire length, um	global-route usage, %	up-vias
li1	-	-	470
met1	1050	4.09	441
met2	968	4.72	17
met3	112	0.324	5
met4	61	0.873	0
met5	0	0	-
No activity file was given, so power comes from the tool's default toggle rates.
